`design/flow/config.mk`:
```
export PLATFORM = sky130hd
export DESIGN_NAME = weight_loader
export DESIGN_NICKNAME = weight_loader
export VERILOG_FILES = /design/flow/design.v
export SDC_FILE = /design/flow/constraint.sdc
export NUM_CORES = 4
export LEC_CHECK = 1
export CORE_UTILIZATION = 40
export SYNTH_HDL_FRONTEND = slang
```
`design/flow/constraint.sdc`:
```
current_design weight_loader

set clk_period 3.4
set clk_io_pct 0.2

create_clock -name clk0 -period $clk_period [get_ports {clk}]

set non_clock_inputs [all_inputs -no_clocks]
set_input_delay [expr $clk_period * $clk_io_pct] -clock clk0 $non_clock_inputs
set_output_delay [expr $clk_period * $clk_io_pct] -clock clk0 [all_outputs]
```
`design/flow/design.v`:
```
`timescale 1ns/1ps
module aes_light_decrypt(
    input wire clk,
    input wire rst,
    input wire start,                    
    input wire [7:0] cipher_in,          
    input wire [7:0] key,                
    output reg [7:0] plain_out,          
    output reg done                      
);
    typedef enum logic [1:0] {
        IDLE = 2'b00,
        ROUND1 = 2'b01,
        ROUND2 = 2'b10,
        DONE = 2'b11
    } state_t;
    state_t state;
    reg [7:0] state_reg;    
    reg [7:0] round_key1, round_key2;
    function [7:0] sub_byte;
        input [7:0] in;
        begin
            case (in)
                8'h00: sub_byte = 8'h63;
                8'h01: sub_byte = 8'h7c;
                8'h02: sub_byte = 8'h77;
                8'h03: sub_byte = 8'h7b;
                8'h04: sub_byte = 8'hf2;
                8'h05: sub_byte = 8'h6b;
                8'h06: sub_byte = 8'h6f;
                8'h07: sub_byte = 8'hc5;
                default: sub_byte = in ^ 8'h1F;  
            endcase
        end
    endfunction
    function [7:0] shift_rows;
        input [7:0] in;
        begin
            shift_rows = {in[5:0], in[7:6]};
        end
    endfunction
    always @(posedge clk or posedge rst) begin
        if (rst) begin
            state <= IDLE;
            plain_out <= 0;
            done <= 0;
            state_reg <= 0;
            round_key1 <= 0;
            round_key2 <= 0;
        end else begin
            case (state)
                IDLE: begin
                    done <= 0;
                    if (start) begin
                        state_reg <= cipher_in ^ key;  
                        round_key1 <= key ^ 8'h55;
                        round_key2 <= key ^ 8'hAA;
                        state <= ROUND1;
                    end
                end
                ROUND1: begin
                    state_reg <= sub_byte(state_reg);
                    state_reg <= shift_rows(state_reg);
                    state_reg <= state_reg ^ round_key1;
                    state <= ROUND2;
                end
                ROUND2: begin
                    state_reg <= sub_byte(state_reg);
                    state_reg <= shift_rows(state_reg);
                    state_reg <= state_reg ^ round_key2;
                    plain_out <= state_reg;
                    done <= 1;
                    state <= DONE;
                end
                DONE: begin
                    if (!start) begin
                        done <= 0;
                        state <= IDLE;
                    end
                end
            endcase
        end
    end
endmodule
`timescale 1ns / 1ps
module weight_loader #(
    parameter N = 8,              
    parameter DEPTH = 16          
)(
    input wire clk,
    input wire rst,
    input wire start,                     
    input wire [7:0] aes_key,             
    input wire [1:0] active_model,        
    input wire [N-1:0] rom_data_model_a,
    input wire [N-1:0] rom_data_model_b,
    output reg [$clog2(DEPTH)-1:0] rom_addr,  
    output reg [N-1:0] weight_mem [0:DEPTH-1],  
    output reg done_loading                     
);
    typedef enum reg [1:0] {
        IDLE = 2'b00,
        LOAD = 2'b01,
        DECRYPT = 2'b10,
        DONE = 2'b11
    } state_t;
    state_t state;
    reg [7:0] decrypt_in;
    wire [7:0] decrypt_out;
    wire decrypt_done;
    reg start_decrypt;
    reg [$clog2(DEPTH)-1:0] count;
    wire [7:0] rom_data_selected;
    assign rom_data_selected = (active_model == 2'b01) ? rom_data_model_a :
                               (active_model == 2'b10) ? rom_data_model_b : 8'h00;
    aes_light_decrypt decryptor (
        .clk(clk),
        .rst(rst),
        .start(start_decrypt),
        .cipher_in(decrypt_in),
        .key(aes_key),
        .plain_out(decrypt_out),
        .done(decrypt_done)
    );
    always @(posedge clk or posedge rst) begin
        if (rst) begin
            state <= IDLE;
            rom_addr <= 0;
            done_loading <= 0;
            count <= 0;
            start_decrypt <= 0;
        end else begin
            case (state)
                IDLE: begin
                    done_loading <= 0;
                    if (start) begin
                        rom_addr <= 0;
                        count <= 0;
                        state <= LOAD;
                    end
                end
                LOAD: begin
                    decrypt_in <= rom_data_selected;  
                    start_decrypt <= 1;
                    state <= DECRYPT;
                end
                DECRYPT: begin
                    start_decrypt <= 0;
                    if (decrypt_done) begin
                        weight_mem[count] <= decrypt_out;
                        count <= count + 1;
                        rom_addr <= rom_addr + 1;
                        if (count == DEPTH - 1) begin
                            state <= DONE;
                        end else begin
                            state <= LOAD;
                        end
                    end
                end
                DONE: begin
                    done_loading <= 1;
                    if (!start) begin
                        state <= IDLE;
                        done_loading <= 0;
                    end
                end
            endcase
        end
    end
endmodule
```
`design/flow/run.sh`:
```
#!/bin/bash
# OpenROAD 26Q1-2900-gdf79404cd8, Yosys 0.63+post, stock flow scripts
make -C /OpenROAD-flow-scripts/flow DESIGN_CONFIG=/design/flow/config.mk WORK_HOME=/design/flow/orfs finish
```
==> Changelog: implementation <==
## Implementation

* Synth top area cells: edfxtp_1 62%, dfrtp_1 18%, nand2_1 3.6%
* Most frequent cell after synthesis: edfxtp_1
* Largest type area fraction at 0.615
* Initial antenna violation count at 0
* Critical Path Start Type: register
* Routed Antenna Nets at 0
* P per Cell Area at 485 nW/um2
* Global-route wire length before repair at 21100 um
* First DRT Iteration DRCs at 244
* Unique masters post-synth at 33
* RSZ-0062 raised after global routing: false
* Final Non-Filler Cells at 808
* Fillers at 1219
* Vias per Instance at 4.85
* Leak Pwr at 3.52 nW
* Worst path arrival time at 2.24 ns
* Mapped Area at 6640 um2
* Resize count post-CTS at 0
* Register area share after synthesis at 0.808
* Row count at 46
* Grt total ovfl at 0
* Number of flip-flops in the largest register at 128
* Crit path time final at 2.18 ns
* Setup bufs post-CTS at 0
* Ant diodes at 0
* Post-route cell area at 9070 um2
* CP endpoint kind: register
* Worst clock skew at 0.00751 ns
* Final Slew Violations at 0
* CTS clk-pin slew, worst paths at 0.07 ns
* Htree depth at 4
* GP Congestion at 0.809
* Syn_area_per_cell at 16.3 um2
* Cells after Synth at 407
* P&R area growth vs syn at 36.6%
* Setup TNS at 0 ns
* # Cells Yosys at 407
* Post-synth EDFFs at 136
* I/O pin count at 162
* Worst vdd ir at 0.000350 V
* Worst slew pin tran at 0.819 ns
* Chip Area, Yosys at 6640 um2
* Buffers on Ports at 161
* Placed insts at 776
* CTS tree: done
* Synth Flop Type: edfxtp_1
* Final Core Density at 0.565
* Hold/Removal Path Class: reg2reg
* FMAX at 458 MHz
* Die height at 131 um
* Clock latency on the worst-skew pair at 0.42 ns
* Core area at 16100 um2
* Largest net degree at the start of global routing at 26
* Placed instance area at 8490 um2
* FP Util at 0.414
* Worst hold margin at 0.373 ns
* Clock sink total at 187
* Status: finished clean
* Vias post-DR at 3916
* Max_slew headroom at 0.454
* Log Warnings at 28
* Most instantiated cells after synthesis: 136 x edfxtp_1, 63 x nand2_1, 49 x dfrtp_1, 20 x nor2_1
* CTS Buf Count at 17
* Clk buf depth at 2
* First-pass DRT Iterations at 4
* Reg2reg setup slack at 1.22 ns
* Max cap viols at 0
* Area leader, netlist: edfxtp_1
* Die width at 131 um
* # DRC at 0
* Seq cells post-synth at 187
* Vias in the first global route at 3900
* DP HPWL at 9610 um
* WS Path Type: reg2reg
* Critical path peak fanout at 15
* Async set or reset register ratio after synthesis at 0.273
* Final setup violation count at 0
* Total track usage at 0.181
* Share of cells above drive strength 1 at 0.0895
* Wire length per cell at 17.4 um
* Chip area at 17100 um2
* Final hold vios at 0
* Total wire length at 14100 um
* Hold_buf cts at 0
* Tcrit/Tclk final at 0.642
* Worst EP required at 3.46 ns
* Yosys warning count at 0
* Root buf cell: clkbuf_16
[metrics by stage]
stage / worst slack, ns / power [mW]
global route: 1.07 / 4.54
floorplan: 1.43 / 2.51
CTS: 1.23 / 4.45
global placement: 0.809 / 2.56
detailed placement: 0.785 / 2.56
finish: 1.22 / 4.40
[cells in the final DEF (no fill, tap or decap), types with 3 or more instances in the layout]
cell type        instances
clkinv_4                 3
nand3_1                  6
mux2_2                   8
a22o_1                  15
nor2_1                  20
a21oi_1                 15
dfrtp_1                 49
nand2b_1                 3
nor3_1                   5
o21a_1                   3
clkdlybuf4s50_1        161
nand2_1                 63
nor2b_1                  3
buf_4                    7
clkbuf_16               17
o22ai_1                  8
xor2_1                   8
edfxtp_1               136
mux2i_1                  9
inv_6                    6
inv_1                    6
ha_1                     5
o21ai_0                 14
[critical path: stages, from the launching register on]
cell and delay (ns):
dfrtp_1 0.62, nand2_1 0.13, nor2_1 0.26, nand2_1 0.23
nor2_1 0.58
[power by group]
group          switching, mW  internal, mW  total [mW]
logic                 0.0316        0.0439      0.0755
registers            0.00672          2.43        2.43
clock network          0.861          1.03        1.90
total                  0.899          3.50        4.40
[metal layers]
metal,vias up,part of all wire,track usage
li1,1843,-,-
met4,0,0.019,0.0325
met1,1802,0.41,0.260
met2,255,0.45,0.269
met5,-,0,0
met3,16,0.13,0.0962
[layout make-up]
cell class	count	area, um2	area share
flip-flops and latches	187	5360	0.591
inverters	7	26.3	0.00290
repair buffers	168	1660	0.183
clock buffers	17	425	0.0469
clock inverters	15	151	0.0167
multi-input cells	198	1170	0.129
well taps	216	270	0.0298
[logic make-up (layout without fill, tap and decap cells)]
| family | after synthesis | in the layout | synth area share |
|---|---|---|---|
| AND-OR/OR-AND | 62 | 62 | 0.0605 |
| AND/OR/NAND/NOR | 105 | 105 | 0.0665 |
| flip-flops | 187 | 187 | 0.808 |
| XOR/XNOR | 8 | 8 | 0.0106 |
| buffers and inverters | 22 | 207 | 0.0160 |
| multiplexers | 18 | 18 | 0.0294 |
| adder cells (fa/ha/maj) | 5 | 5 | 0.00942 |
[worst paths after layout]
check / start / to / cells after the start
worst max-delay path: state[1] / weight_mem[77] / 4
worst min-delay path: decryptor.state[2] / decryptor.state[1] / 0
worst max register to register: state[1] / weight_mem[77] / 4
worst min register to register: decryptor.state[2] / decryptor.state[1] / 0
max in group asynchronous: rst / decryptor.state[0] / 3
min in group asynchronous: rst / rom_addr[2] / 2
Power is estimated from default activity; no workload was simulated.
