==> flow/design.v <==
`timescale 1ns / 1ps
module bnn_layer #(
    parameter N = 16,          
    parameter NEURONS = 8      
)(
    input wire clk,
    input wire rst,
    input wire valid_in,                           
    input wire [N-1:0] input_vector,               
    input wire [NEURONS*N-1:0] weights_flat,       
    input wire [8*NEURONS-1:0] thresholds_flat,    
    output reg [NEURONS-1:0] output_vector,        
    output reg valid_out,                          
    output reg [8*NEURONS-1:0] debug_popcounts     
);
    wire [NEURONS-1:0] neuron_outputs;
    wire [7:0] popcount_outputs [0:NEURONS-1];  
    genvar i;
    generate
        for (i = 0; i < NEURONS; i = i + 1) begin : neuron_array
            wire [N-1:0] weight_i;
            wire [7:0] threshold_i;
            assign weight_i = weights_flat[(i+1)*N-1 -: N];
            assign threshold_i = thresholds_flat[(i+1)*8-1 -: 8];
            neuron_unit #(.N(N)) neuron_inst (
                .clk(clk),
                .rst(rst),
                .inputs(input_vector),
                .weights(weight_i),
                .threshold(threshold_i),
                .valid_in(valid_in),
                .out(neuron_outputs[i]),
                .valid_out(),  
                .debug_popcount(popcount_outputs[i])
            );
        end
    endgenerate
    integer j;
    always @(posedge clk or posedge rst) begin
        if (rst) begin
            output_vector <= 0;
            valid_out <= 0;
            debug_popcounts <= 0;
        end else begin
            if (valid_in) begin
                output_vector <= neuron_outputs;
                valid_out <= 1;
                for (j = 0; j < NEURONS; j = j + 1) begin
                    debug_popcounts[(j+1)*8-1 -: 8] <= popcount_outputs[j];
                end
            end else begin
                valid_out <= 0;
            end
        end
    end
endmodule
`timescale 1ns / 1ps
module neuron_unit #(
    parameter N = 16                
)(
    input wire clk,                
    input wire rst,                
    input wire [N-1:0] inputs,     
    input wire [N-1:0] weights,    
    input wire [7:0] threshold,    
    input wire valid_in,           
    output reg out,                
    output reg valid_out,          
    output reg [7:0] debug_popcount  
);
    reg [N-1:0] xnor_result;
    integer i;
    reg [7:0] popcnt;
    always @(*) begin
        xnor_result = ~(inputs ^ weights);  
        popcnt = 0;
        for (i = 0; i < N; i = i + 1) begin
            popcnt = popcnt + xnor_result[i];
        end
    end
    always @(posedge clk or posedge rst) begin
        if (rst) begin
            out <= 1'b0;
            valid_out <= 1'b0;
            debug_popcount <= 8'd0;
        end else begin
            if (valid_in) begin
                out <= (popcnt >= threshold) ? 1'b1 : 1'b0;
                debug_popcount <= popcnt;
                valid_out <= 1'b1;
            end else begin
                valid_out <= 1'b0;
            end
        end
    end
endmodule
==> flow/run.sh <==
#!/bin/bash
# OpenROAD 26Q1-2900-gdf79404cd8, Yosys 0.63+post, stock flow scripts
make -C /OpenROAD-flow-scripts/flow DESIGN_CONFIG=/design/flow/config.mk WORK_HOME=/design/flow/orfs finish
==> flow/config.mk <==
export PLATFORM = sky130hd
export DESIGN_NAME = bnn_layer
export DESIGN_NICKNAME = bnn_layer
export VERILOG_FILES = /design/flow/design.v
export SDC_FILE = /design/flow/constraint.sdc
export NUM_CORES = 4
export LEC_CHECK = 1
export CORE_UTILIZATION = 50
export SYNTH_HDL_FRONTEND = slang
==> flow/constraint.sdc <==
current_design bnn_layer

set clk_period 1.6
set clk_io_pct 0.2

create_clock -name clk0 -period $clk_period [get_ports {clk}]

set non_clock_inputs [all_inputs -no_clocks]
set_input_delay [expr $clk_period * $clk_io_pct] -clock clk0 $non_clock_inputs
set_output_delay [expr $clk_period * $clk_io_pct] -clock clk0 [all_outputs]
==> summary.txt <==
impl run done, here's what came out: maxcap violations=0, status=finished, violations left, DR WL/cell=16.7 um, Switching Fraction=37.3%, Hold Crit Class=in2async, CTS Root Cell=clkbuf_16, Int Pwr=18.5 mW, total CTS buffers=9, share of cells above drive strength 1=26.2%, final setup fails=48, FF-to-FF setup slack=0.80 ns, RSZ-0062 raised after global routing=yes, Latency at later pin=0.35 ns, P_sw=11.0 mW, Setup Skew=0.00708 ns, Crit. Startpoint=input_vector[1], Placer Congestion=0.872, Final WS setup=-3.11 ns, core area=17500 um^2, Pwr per Cell Area=2170 nW/um^2, Chip Area, Yosys=9080 um^2, sequential fraction of design power=13.5%, Setup crit end=neuron_array[2].neuron_inst.out, Comb pwr share=78.6%, Req. time, crit path=1.84 ns, fmax=0.212 GHz, Via-to-Cell Ratio=4.82, Dominant comb cell=adder cells, die height=137 um, Die W=137 um, and+or+nand+nor area frac=4.36%, TritonCTS clock tree=yes, Layout Cells excl Fill=1374, Final Hold Vio Count=0, ys cells=810, Netlist cell types=33, reg2reg end=neuron_array[3].neuron_inst.debug_popcount[3], hpwl dp=18.1 mm, clock sinks=97, Synth area leader=dfrtp_1, fa+ha+maj area frac=28.7%, # fillers=1168, Reg-to-Reg Start=neuron_array[3].neuron_inst.debug_popcount[3], CP Capture Type=register, Placed Cells=1327, WS Path Type=in2reg, CTS Buffer Depth=2, nature of the critical path startpoint=input port, Iteration-0 DRC Markers=151, I/O pin count=284, failing checks=negative setup slack, Mux area share=9.22%, Synth flops=97, tool warnings=29, # hold bufs at CTS=0, Synth area leaders=dfrtp_1 27%, fa_1 18%, ha_1 11%, syn avg cell area=11.2 um^2, Pre-Place Util=51.8%, first-pass GRT wire length=34.5 mm, clk slew on worst S/H paths=0.07 ns, Yosys Warn Count=0, Static Leak=6.41 nW, CP arrival=4.95 ns, minimum clock period=4.71 ns, top area contributor share=26.7%, R2R cell count=2, yosys aoi share=7.65%, IO Port Bufs=259, antenna violations before repair=8, via count=6628, VDD IR max=2.17 mV, gr ovfl total=0, Rows=48, Worst Path Max Fanout=4, H-tree depth=3, Synth Seq Share=26.7%, Clock Power Share=7.9%, post-place setup slack=-3.75 ns, post-route ant nets=0, largest net degree at the start of global routing=54, die area=18700 um^2, Slew Viols, Final=0, Cell Area, Synth=9080 um^2, DRC viols=0, final WL=22.9 mm, synthesized instance count=810, total track usage=26.6%, Area Growth Syn to Fin=50.0%, vias in the first global route=6645, DRT Pass-1 Iters=4, XOR Share, Synth=13.9%, Final period util=295%
## registers in the layout, summed over array words and instances (netlist names)
signal and cells:
neuron_array.neuron_inst.out 8, valid_out 1, neuron_array.neuron_inst.debug_popcount 40, output_vector 8, debug_popcounts 40
## cell usage after synthesis
| library cell | count |
|---|---|
| inv_1 | 137 |
| dfrtp_1 | 97 |
| xnor2_1 | 90 |
| fa_1 | 80 |
| ha_1 | 80 |
| mux2_2 | 65 |
| xor2_1 | 54 |
| buf_2 | 27 |
| buf_4 | 25 |
| nor2_1 | 19 |
| nor2b_1 | 18 |
| o21a_1 | 16 |
| a21oi_1 | 13 |
| nand2_1 | 9 |
| a2111oi_4 | 8 |
| a22o_1 | 8 |
| nand2b_4 | 8 |
| nor4_1 | 8 |
| o21ai_0 | 8 |
| o21bai_1 | 8 |
| o21ai_1 | 6 |
| mux2_1 | 4 |
| a21o_1 | 3 |
| a21oi_2 | 3 |
| a22oi_1 | 3 |
| mux2i_1 | 3 |
| mux2_4 | 2 |
| nand4b_1 | 2 |
| o311ai_1 | 2 |
| buf_6 | 1 |
| clkbuf_1 | 1 |
| conb_1 | 1 |
| inv_2 | 1 |
## power groups by stage
stage / registers (mW) / clock network [mW] / logic (mW)
after CTS: 4.00 / 2.36 / 22.4
after global routing: 4.12 / 2.47 / 25.8
final: 3.99 / 2.32 / 23.2
## placed cells by master, fill, tap and decap left out, types with 9 or more instances in the layout
cell type / netlist / final
fa_1: 80 / 64
dfrtp_1: 97 / 97
xor2_1: 54 / 47
a21oi_2: 3 / 14
o21ai_1: 6 / 13
ha_1: 80 / 71
xnor2_1: 90 / 61
dlygate4sd2_1: 0 / 15
o21a_1: 16 / 16
dlymetal6s2s_1: 0 / 9
buf_4: 25 / 52
fa_2: 0 / 16
nor2b_1: 18 / 14
inv_2: 1 / 19
inv_1: 137 / 118
mux2_2: 65 / 49
buf_6: 1 / 17
conb_1: 1 / 24
mux2_4: 2 / 21
nand2_1: 9 / 9
buf_12: 0 / 21
clkbuf_16: 0 / 9
xnor2_2: 0 / 28
clkdlybuf4s50_1: 0 / 226
nor2_1: 19 / 19
## how the worst min path moves through the flow
stage / cells past startpoint / endpoint / start / slack (ns)
CTS: 2 / debug_popcounts[24] / rst / 0.24
global route: 2 / neuron_array[3].neuron_inst.debug_popcount[0] / rst / 0.27
finish: 2 / debug_popcounts[24] / rst / 0.24
## cell type report
cell class | count | area [um^2] | area share, %
antenna | 5 | 12.5 | 0.0919
sequential | 97 | 2430 | 17.8
inverter | 138 | 522 | 3.83
clock buffer | 10 | 239 | 1.75
tap | 225 | 282 | 2.07
clock inverter | 6 | 73.8 | 0.542
timing repair buffer | 349 | 3610 | 26.5
multi-input combinational | 544 | 6450 | 47.3
## metal layers
metal	GRT usage (%)	up-vias	part of all wire [%]
met5	0	-	0.16
met4	2.47	6	1.2
met3	10.3	18	11
met2	42.1	229	46
met1	37.5	3182	41
li1	-	3193	-
## per-stage QoR
step	TNS (ns)	utilization [%]	area, um^2	hold WS (ns)	power (mW)
after global routing	-120.83	77.6	13600	0.271	32.4
after floorplan	-113.44	-	9440	0.351	19.5
after CTS	-118.70	75.9	13300	0.238	28.8
final	-115.05	77.7	13600	0.242	29.5
after global placement	-144.88	72.1	12600	0.467	24.8
after detailed placement	-145.78	72.1	12600	0.476	25.1
## worst max-delay path, cell delays in order
cell and delay, ns:
buf_8 0.10, buf_12 0.12, buf_12 0.13, xnor2_2 0.12, ha_1 0.29, inv_2 0.04
fa_1 0.49, fa_1 0.44, fa_1 0.49, inv_1 0.05, fa_1 0.48, inv_1 0.05
fa_2 0.36, fa_2 0.60, inv_2 0.05, ha_4 0.21, a2111oi_4 0.32, o21bai_1 0.09
a22o_1 0.19
## repair_timing
| action | 4_1_cts | 5_1_grt |
|---|---|---|
| pin swaps | 41 | 40 |
| resized | 77 | 69 |
| setup endpoints to repair | 48 | 48 |
| buffers inserted | 21 | 12 |
## kinds of logic (layout without fill, tap and decap cells)
family | after synthesis | in the layout
other | 1 | 29
AOI/OAI and AO/OA | 78 | 78
buffers and inverters | 192 | 503
adders and majority gates | 160 | 160
and+or+nand+nor | 64 | 64
xor gates and xnor gates | 144 | 144
DFF | 97 | 97
muxes | 74 | 74
No activity file was given, so power comes from the tool's default toggle rates.
