**design/flow/design.v**
```verilog
module memory_blocks #(
    parameter N = 8,
    parameter DEPTH = 16
)(
    input wire clk,
    input wire rst,
    input wire [1:0] active_model,  
    input wire [$clog2(DEPTH)-1:0] rom_addr,
    output reg [N-1:0] rom_data,
    input wire [$clog2(DEPTH)-1:0] ram_addr,
    input wire [N-1:0] ram_din,
    input wire ram_write_en,
    output reg [N-1:0] ram_dout
);
    reg [N-1:0] rom_model_a [0:DEPTH-1];
    reg [N-1:0] rom_model_b [0:DEPTH-1];
    reg [N-1:0] ram_mem [0:DEPTH-1];
    always @(posedge clk) begin
        case (active_model)
            2'b01: rom_data <= rom_model_a[rom_addr];
            2'b10: rom_data <= rom_model_b[rom_addr];
            default: rom_data <= 8'h00;
        endcase
    end
    always @(posedge clk) begin
        if (ram_write_en) begin
            ram_mem[ram_addr] <= ram_din;
        end
        ram_dout <= ram_mem[ram_addr];
    end
    initial begin
        $readmemh("rom_model_a.mem", rom_model_a);
        $readmemh("rom_model_b.mem", rom_model_b);
    end
endmodule
```
**design/flow/run.sh**
```bash
#!/bin/bash
# OpenROAD 26Q1-2900-gdf79404cd8, Yosys 0.63+post, stock flow scripts
make -C /OpenROAD-flow-scripts/flow DESIGN_CONFIG=/design/flow/config.mk WORK_HOME=/design/flow/orfs finish
```
**design/flow/config.mk**
```make
export PLATFORM = sky130hd
export DESIGN_NAME = memory_blocks
export DESIGN_NICKNAME = memory_blocks
export VERILOG_FILES = /design/flow/design.v
export SDC_FILE = /design/flow/constraint.sdc
export NUM_CORES = 4
export LEC_CHECK = 1
export CORE_UTILIZATION = 50
export SYNTH_HDL_FRONTEND = slang
```
**design/flow/constraint.sdc**
```tcl
current_design memory_blocks

set clk_period 3.0
set clk_io_pct 0.2

create_clock -name clk0 -period $clk_period [get_ports {clk}]

set non_clock_inputs [all_inputs -no_clocks]
set_input_delay [expr $clk_period * $clk_io_pct] -clock clk0 $non_clock_inputs
set_output_delay [expr $clk_period * $clk_io_pct] -clock clk0 [all_outputs]
```
==> results_dict.tcl <==
# flow metrics
set metrics [dict create \
    holdPathStages 3 \
    cp_num_cells 1 \
    portBuffers 21 \
    netlist_instances 239 \
    nFillCells 640 \
    netlist_area_mm2 0.00513 \
    reg2reg_to "ram_dout[2]$_DFF_P_" \
    num_vias 2457 \
    slowest_stage "clkdlybuf4s50_1" \
    warning_count 32 \
    period_used_pct 63.8 \
    synth.mux.area_fraction_pct 14.0 \
    finalSetupTns_ns 0 \
    hold_viol 0 \
    ff2ff_path_depth 3 \
    numCtsBuffers 17 \
    adder_share_pct 0 \
    cp_top_family "buffers and inverters" \
    top_area_cell "edfxtp_1" \
    grt_pass1_vias 2674 \
    power_mw 4.47 \
    ys_ff 136 \
    xor_area_share_pct 0 \
    layout_setup_ws_ns 1.09 \
    htreeDepth 4 \
    clock-sinks 136 \
    ant_nets 0 \
    drv_cap 0 \
    synth.comb.largest_family "multiplexers" \
    ys.flop_type "edfxtp_1" \
    min_to "ram_dout[1]$_DFF_P_" \
    ys_cells 239 \
    rsz0062_at_grt "no" \
    status "complete, no violations" \
    path_class "flop to output port" \
    avgSynthCellArea_um2 21.5 \
    arrival_ns 1.31 \
    relSlewSlack_pct 45.5 \
    crit_fanout 1 \
    hold_class "flop to flop" \
    wl_per_cell_um 21.7 \
    chip_area_mm2 0.0107 \
    yosysUniqueCellTypes 20 \
    cellLeakagePower_nw 2.06 \
    cts_setup_buffers 0 \
    simple_gate_share_pct 3.17 \
    drt_wl_total_um 9440 \
    fp_util_pct 52.0 \
    hold-worst-slack_ns 0.675 \
    crit_required_ns 2.40 \
    cts_buffer_depth 2 \
    die_h_um 103 \
    track_usage_pct 21.5 \
    clock.fmax_ghz 0.522 \
    path_buffers 1 \
    power_density_mw_per_mm2 721 \
    dieWidth_um 103 \
    dpl.hpwl_um 5820 \
    top_area_share_pct 74.9 \
    antenna_found_initial 0 \
    worstPathCellList "clkdlybuf4s50_1" \
    areaGrowthSynthToFinish_pct 20.9 \
    n_antenna_cell 0 \
    worst_pin_slew_ns 0.815 \
    drive_gt1_share_pct 29.4 \
    routabilityCongestion 0.780 \
    placementRows 36 \
    setup.worst_path.start_class "flop" \
    yosys_warnings 0 \
    cts.clk_slew.worst_paths_ns 0.06 \
    end_kind "output port" \
    holdBufCountCts 0 \
    insertion_delay_ns 0.51 \
    edf_count 128 \
    reg2reg_slack_ns 1.65 \
    globalRouteOverflowTotal 0 \
    cts_resized 0 \
    yosys-top-cells-count "edfxtp_1, mux4_2, a22oi_1" \
    r2r_start "ram_mem[2][2]$_DFFE_PP_" \
    topCellsByArea "edfxtp_1, mux4_2, dfxtp_1, a22oi_1, buf_4" \
    cts-root-buf "clkbuf_8" \
    aoi_share_pct 2.34 \
    worst_hold_startpoint "ram_mem[14][1]$_DFFE_PP_" \
    core_mm2 0.00986 \
    pin_count 37 \
    synth-async-reset-ratio_pct 0 \
    yosysChipArea_mm2 0.00513 \
    grt_pass1_wl_um 14400 \
    synth.most_common_cell "edfxtp_1" \
    viasPerCell 5.64 \
    postSynthSeqShare_pct 78.0 \
    clock_skew_ns 0.00912 \
    cpPeakStageDelay_ns 0.47 \
    drc_errors 0 \
    grt_max_degree 29 \
    max-vdd-ir-drop_v 0.000557 \
    drt_iter0_drc 132 \
    post-route-min-period_ns 1.91 \
    pre_cts_ws_ns 0.551 \
    cts_tree "yes" \
    setup_viol 0 \
    slew_viol_final 0 \
    drt_pass1_iterations 4 \
]
-- routing by layer --
metal | GRT usage (%) | part of all wire [%]
met5 | 0 | 0
met4 | 2.38 | 1.6
met3 | 9.77 | 9.0
met2 | 32.8 | 50
met1 | 33.8 | 40
-- through the flow --
stage                     instances  util (%)  area (um2)
after floorplan                 246         -        5160
after global placement          404      56.7        5590
after detailed placement        404      56.7        5590
after CTS                       436      62.9        6200
after global routing            436      62.9        6200
final                           436      62.9        6200
-- sequential cells by signal, summed over array words and instances (netlist names) --
register	count
ram_mem	128
ram_dout	8
-- how the worst max path moves through the flow --
stage / startpoint / endpoint / slack [ns]
6_report: ram_dout[7]$_DFF_P_ / ram_dout[7] / 1.09
5_1_grt: ram_addr[3] / ram_mem[5][1]$_DFFE_PP_ / 0.99
4_1_cts: ram_dout[7]$_DFF_P_ / ram_dout[7] / 1.06
-- placed cells by master (no fill, tap or decap), types with 3 or more instances in the layout --
cell / synthesis / final
nor3_1: 4 / 4
bufinv_16: 0 / 4
conb_1: 1 / 8
a22oi_1: 16 / 16
clkinv_4: 0 / 3
buf_4: 8 / 22
inv_6: 0 / 3
dfxtp_1: 8 / 8
nand2_1: 9 / 9
edfxtp_1: 128 / 128
clkdlybuf4s50_1: 0 / 19
mux4_2: 32 / 32
clkbuf_16: 0 / 16
nor2_1: 13 / 13
-- logic make-up (layout without fill, tap and decap cells) --
family / count (synthesis) / in the layout
AOI/OAI and AO/OA: 16 / 16
buffers and inverters: 19 / 76
DFF: 136 / 136
muxes: 32 / 32
other: 1 / 8
and+or+nand+nor: 35 / 35
-- report_power, final --
part	total [mW]	switching [mW]	internal, mW
Sequential	2.14	0.0109	2.13
Clock	2.12	0.767	1.36
Combinational	0.211	0.107	0.104
Total	4.47	0.884	3.59
-- layout make-up --
class	count	area [um2]	area share, %
Clock buffer	18	418	6.74
Clock inverter	14	198	3.19
Multi-Input combinational cell	91	1030	16.7
Sequential cell	136	4000	64.5
Tap cell	133	166	2.68
Timing Repair Buffer	44	385	6.21
